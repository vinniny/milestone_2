## /design/flow/config.mk

```make
export PLATFORM = sky130hd
export DESIGN_NAME = alu
export DESIGN_NICKNAME = alu
export VERILOG_FILES = /design/flow/design.v
export SDC_FILE = /design/flow/constraint.sdc
export NUM_CORES = 4
export LEC_CHECK = 1
export CORE_UTILIZATION = 40
```

## /design/flow/constraint.sdc

```tcl
current_design alu

set clk_period 29.7
set clk_io_pct 0.2

create_clock -name clk0 -period $clk_period

set non_clock_inputs [all_inputs -no_clocks]
set_input_delay [expr $clk_period * $clk_io_pct] -clock clk0 $non_clock_inputs
set_output_delay [expr $clk_period * $clk_io_pct] -clock clk0 [all_outputs]
```

## /design/flow/design.v

```verilog
`timescale 1ns/1ps
module add32(
  input  logic [31:0] a,
  input  logic [31:0] b,
  input  logic        cin,
  output logic [31:0] sum,
  output logic        cout,
  output logic        ovf
);
  logic c0,c1,c2,c3,c4,c5,c6,c7,c8,c9,c10,c11,c12,c13,c14,c15,c16,
        c17,c18,c19,c20,c21,c22,c23,c24,c25,c26,c27,c28,c29,c30,c31,c32;
  assign c0 = cin;
  wire p0 = a[0] ^ b[0];
  wire g0 = a[0] & b[0];
  assign sum[0] = p0 ^ c0;
  assign c1     = g0 | (p0 & c0);
  wire p1 = a[1] ^ b[1];
  wire g1 = a[1] & b[1];
  assign sum[1] = p1 ^ c1;
  assign c2     = g1 | (p1 & c1);
  wire p2 = a[2] ^ b[2];
  wire g2 = a[2] & b[2];
  assign sum[2] = p2 ^ c2;
  assign c3     = g2 | (p2 & c2);
  wire p3 = a[3] ^ b[3];
  wire g3 = a[3] & b[3];
  assign sum[3] = p3 ^ c3;
  assign c4     = g3 | (p3 & c3);
  wire p4 = a[4] ^ b[4];
  wire g4 = a[4] & b[4];
  assign sum[4] = p4 ^ c4;
  assign c5     = g4 | (p4 & c4);
  wire p5 = a[5] ^ b[5];
  wire g5 = a[5] & b[5];
  assign sum[5] = p5 ^ c5;
  assign c6     = g5 | (p5 & c5);
  wire p6 = a[6] ^ b[6];
  wire g6 = a[6] & b[6];
  assign sum[6] = p6 ^ c6;
  assign c7     = g6 | (p6 & c6);
  wire p7 = a[7] ^ b[7];
  wire g7 = a[7] & b[7];
  assign sum[7] = p7 ^ c7;
  assign c8     = g7 | (p7 & c7);
  wire p8 = a[8] ^ b[8];
  wire g8 = a[8] & b[8];
  assign sum[8] = p8 ^ c8;
  assign c9     = g8 | (p8 & c8);
  wire p9 = a[9] ^ b[9];
  wire g9 = a[9] & b[9];
  assign sum[9] = p9 ^ c9;
  assign c10    = g9 | (p9 & c9);
  wire p10 = a[10] ^ b[10];
  wire g10 = a[10] & b[10];
  assign sum[10] = p10 ^ c10;
  assign c11     = g10 | (p10 & c10);
  wire p11 = a[11] ^ b[11];
  wire g11 = a[11] & b[11];
  assign sum[11] = p11 ^ c11;
  assign c12     = g11 | (p11 & c11);
  wire p12 = a[12] ^ b[12];
  wire g12 = a[12] & b[12];
  assign sum[12] = p12 ^ c12;
  assign c13     = g12 | (p12 & c12);
  wire p13 = a[13] ^ b[13];
  wire g13 = a[13] & b[13];
  assign sum[13] = p13 ^ c13;
  assign c14     = g13 | (p13 & c13);
  wire p14 = a[14] ^ b[14];
  wire g14 = a[14] & b[14];
  assign sum[14] = p14 ^ c14;
  assign c15     = g14 | (p14 & c14);
  wire p15 = a[15] ^ b[15];
  wire g15 = a[15] & b[15];
  assign sum[15] = p15 ^ c15;
  assign c16     = g15 | (p15 & c15);
  wire p16 = a[16] ^ b[16];
  wire g16 = a[16] & b[16];
  assign sum[16] = p16 ^ c16;
  assign c17     = g16 | (p16 & c16);
  wire p17 = a[17] ^ b[17];
  wire g17 = a[17] & b[17];
  assign sum[17] = p17 ^ c17;
  assign c18     = g17 | (p17 & c17);
  wire p18 = a[18] ^ b[18];
  wire g18 = a[18] & b[18];
  assign sum[18] = p18 ^ c18;
  assign c19     = g18 | (p18 & c18);
  wire p19 = a[19] ^ b[19];
  wire g19 = a[19] & b[19];
  assign sum[19] = p19 ^ c19;
  assign c20     = g19 | (p19 & c19);
  wire p20 = a[20] ^ b[20];
  wire g20 = a[20] & b[20];
  assign sum[20] = p20 ^ c20;
  assign c21     = g20 | (p20 & c20);
  wire p21 = a[21] ^ b[21];
  wire g21 = a[21] & b[21];
  assign sum[21] = p21 ^ c21;
  assign c22     = g21 | (p21 & c21);
  wire p22 = a[22] ^ b[22];
  wire g22 = a[22] & b[22];
  assign sum[22] = p22 ^ c22;
  assign c23     = g22 | (p22 & c22);
  wire p23 = a[23] ^ b[23];
  wire g23 = a[23] & b[23];
  assign sum[23] = p23 ^ c23;
  assign c24     = g23 | (p23 & c23);
  wire p24 = a[24] ^ b[24];
  wire g24 = a[24] & b[24];
  assign sum[24] = p24 ^ c24;
  assign c25     = g24 | (p24 & c24);
  wire p25 = a[25] ^ b[25];
  wire g25 = a[25] & b[25];
  assign sum[25] = p25 ^ c25;
  assign c26     = g25 | (p25 & c25);
  wire p26 = a[26] ^ b[26];
  wire g26 = a[26] & b[26];
  assign sum[26] = p26 ^ c26;
  assign c27     = g26 | (p26 & c26);
  wire p27 = a[27] ^ b[27];
  wire g27 = a[27] & b[27];
  assign sum[27] = p27 ^ c27;
  assign c28     = g27 | (p27 & c27);
  wire p28 = a[28] ^ b[28];
  wire g28 = a[28] & b[28];
  assign sum[28] = p28 ^ c28;
  assign c29     = g28 | (p28 & c28);
  wire p29 = a[29] ^ b[29];
  wire g29 = a[29] & b[29];
  assign sum[29] = p29 ^ c29;
  assign c30     = g29 | (p29 & c29);
  wire p30 = a[30] ^ b[30];
  wire g30 = a[30] & b[30];
  assign sum[30] = p30 ^ c30;
  assign c31     = g30 | (p30 & c30);
  wire p31 = a[31] ^ b[31];
  wire g31 = a[31] & b[31];
  assign sum[31] = p31 ^ c31;
  assign c32     = g31 | (p31 & c31);
  assign cout = c32;
  assign ovf  = c31 ^ c32;
endmodule
`timescale 1ns/1ps
module alu(
  input  logic [31:0] a,
  input  logic [31:0] b,
  input  logic [3:0]  op,      
  output logic [31:0] y,
  output logic        zero
);
  logic [31:0] b_sub = ~b;
  logic [31:0] add_in_b;
  logic        add_in_cin;
  logic [31:0] add_sum;
  logic        add_cout, add_ovf;
  always_comb begin
    if (op==4'd1 || op==4'd8 || op==4'd9) begin
      add_in_b   = b_sub;
      add_in_cin = 1'b1;
    end else begin
      add_in_b   = b;
      add_in_cin = 1'b0;
    end
  end
  add32 u_add(.a(a), .b(add_in_b), .cin(add_in_cin), .sum(add_sum), .cout(add_cout), .ovf(add_ovf));
  logic [31:0] sh_y;
  logic [1:0]  sh_mode;
  assign sh_mode = (op==4'd5) ? 2'b00 :    
                   (op==4'd6) ? 2'b01 :    
                   (op==4'd7) ? 2'b10 :    
                                 2'b00;    
  shifter32 u_sh(.a(a), .shamt(b[4:0]), .mode(sh_mode), .y(sh_y));
  logic slt  = add_sum[31] ^ add_ovf;
  logic sltu = ~add_cout;
  always_comb begin
    unique case (op)
      4'd0: y = add_sum;          
      4'd1: y = add_sum;          
      4'd2: y = a & b;            
      4'd3: y = a | b;            
      4'd4: y = a ^ b;            
      4'd5: y = sh_y;             
      4'd6: y = sh_y;             
      4'd7: y = sh_y;             
      4'd8: y = {31'd0, slt};     
      4'd9: y = {31'd0, sltu};    
      default: y = 32'd0;
    endcase
  end
  assign zero = ~(|y);
endmodule
`timescale 1ns/1ps
module shifter32(
  input  logic [31:0]  a,
  input  logic [4:0]   shamt,
  input  logic [1:0]   mode,    
  output logic [31:0]  y
);
  logic [31:0] s0_l, s0_r, s0_ra;
  assign s0_l  = {a[30:0], 1'b0};
  assign s0_r  = {1'b0, a[31:1]};
  assign s0_ra = {a[31], a[31:1]};
  logic [31:0] st0 = (mode==2'b00) ? ((shamt[0]? s0_l  : a)) :
                     (mode==2'b01) ? ((shamt[0]? s0_r  : a)) :
                                     ((shamt[0]? s0_ra : a));
  logic [31:0] s1_l, s1_r, s1_ra;
  assign s1_l  = {st0[29:0], 2'b00};
  assign s1_r  = {2'b00, st0[31:2]};
  assign s1_ra = {{2{st0[31]}}, st0[31:2]};
  logic [31:0] st1 = (mode==2'b00) ? ((shamt[1]? s1_l  : st0)) :
                     (mode==2'b01) ? ((shamt[1]? s1_r  : st0)) :
                                     ((shamt[1]? s1_ra : st0));
  logic [31:0] s2_l, s2_r, s2_ra;
  assign s2_l  = {st1[27:0], 4'b0000};
  assign s2_r  = {4'b0000, st1[31:4]};
  assign s2_ra = {{4{st1[31]}}, st1[31:4]};
  logic [31:0] st2 = (mode==2'b00) ? ((shamt[2]? s2_l  : st1)) :
                     (mode==2'b01) ? ((shamt[2]? s2_r  : st1)) :
                                     ((shamt[2]? s2_ra : st1));
  logic [31:0] s3_l, s3_r, s3_ra;
  assign s3_l  = {st2[23:0], 8'h00};
  assign s3_r  = {8'h00, st2[31:8]};
  assign s3_ra = {{8{st2[31]}}, st2[31:8]};
  logic [31:0] st3 = (mode==2'b00) ? ((shamt[3]? s3_l  : st2)) :
                     (mode==2'b01) ? ((shamt[3]? s3_r  : st2)) :
                                     ((shamt[3]? s3_ra : st2));
  logic [31:0] s4_l, s4_r, s4_ra;
  assign s4_l  = {st3[15:0], 16'h0000};
  assign s4_r  = {16'h0000, st3[31:16]};
  assign s4_ra = {{16{st3[31]}}, st3[31:16]};
  assign y = (mode==2'b00) ? ((shamt[4]? s4_l  : st3)) :
             (mode==2'b01) ? ((shamt[4]? s4_r  : st3)) :
                             ((shamt[4]? s4_ra : st3));
endmodule
```

## /design/flow/run.sh

```bash
#!/bin/bash
# OpenROAD 26Q1-2900-gdf79404cd8, Yosys 0.63+post, stock flow scripts
make -C /OpenROAD-flow-scripts/flow DESIGN_CONFIG=/design/flow/config.mk WORK_HOME=/design/flow/orfs finish
```

==> Slide: Implementation Results <==
Physical Implementation Snapshot

Place
  • Port bufs: 101
  • DP HPWL: 31700 µm
  • Dpl cell area: 0.00897 mm²
  • Gpl congestion: 1.09

STA
  • Final count of negative-setup-slack endpoints: 0
  • Min Tclk post-route: 28.31 ns
  • Final Max Slew Viols: 0
  • Worst-margin pin slew: about 0.92 ns
  • Setup TNS: 0 ns
  • RSZ-0062 raised after global routing: false
  • Normalized max-slew margin: 38.8%
  • Final Hold Vio Count: 0
  • Period utilization: 95.3%
  • Fmax: 35.3 MHz

Finish
  • Most frequent cells in the layout: nand2_1 (99), clkdlybuf4s50_1 (98), inv_1 (67)
  • Post-route cell area: 0.00897 mm²
  • Syn-to-layout area delta: 15.0%
  • Final core utilization: 47.5%
  • Flop count: 0
  • Most numerous logic cell after layout: nand2_1
  • Layout cells sized above 1: 9.87%
  • Flop area: 0 µm²
  • Filler cells: 1994
  • Clkbuf count: 0

CTS
  • Post-CTS Resized: 0
  • Cts hold-fix bufs: 0
  • Post-CTS setup repair buffer count: 0

Global route
  • Vias in the first global route: 8693
  • Global route overflow: 0
  • Gr usage total: around 43%
  • Largest net degree at the start of global routing: approximately 63
  • First-pass GRT wire length: 60800 µm
  • Antenna violations before repair: 0

Detailed routing
  • Post-Route WL: 41800 µm
  • WL met1: 16600 µm
  • Routed vias: 9195
  • Ant diodes: 0
  • Post-route ant nets: 0
  • DR WL/cell: just over 30 µm
  • Met2 Routed Length: 18700 µm
  • Top Metal Used: met4
  • First-pass DRT Iterations: 6
  • Vias/cell: 6.84
  • Initial drt markers: 920
  • Detailed-route DRC error count: 0
  • WL met3: between 4000 and 5000 µm

Synth
  • Syn Std Cell Area: 0.00780 mm²
  • Synthesis area per yosys: 0.00780 mm²
  • Max-area cell share: a little over a tenth
  • Synth Instances: ~1000
  • Synth Area per Inst: around 7.4 µm²
  • Yosys warning tally: 2
  • Cell accounting for the most synthesized area: ha_1
  • # Cells Yosys: ~1000
  • Synth top area cells: ha_1 (10%), mux4_2 (9.8%), fa_1 (8.2%), nand2_1 (4.8%), mux2i_1 (4.7%)
  • Count of unique library cells instantiated by Yosys: 81
  • Post-synthesis sequential area ratio: 0%

Setup path
  • Crit-path max FO: 30
  • Req. time, crit path: about 24 ns
  • Data arrival, critical path: around 22 ns
  • Slowest CP cell: clkdlybuf4s50_1
  • CP startpoint kind: input pin
  • CP max stage delay: 0.52 ns
  • CP dominant cell by count: fa_1
  • CP Capture Type: primary output
  • CP Class: in2out

Hold path
  • Min-Delay Path Depth: 6
  • Min-Delay Path Class: in2out

Power and ir drop
  • Power density over cell area: around 19 mW/mm²
  • Total power: 0.170 mW
  • Peak VDD IR: 0.0000191 V
  • Leakage: 3.59 nW

Floorplan
  • Die Ht: 142 µm
  • Standard-cell rows: 50
  • Core Density at Floorplan: between 40% and 50%
  • I/O pins: 101
  • Chip width: 142 µm
  • Area of the die: 0.0201 mm²
  • Core ar.: 0.0189 mm²

Run
  • Log Warnings: about 66
  • Max-Cap Viols: 0

Run status
  • Status: complete, no violations
cells in the mapped netlist (18+ instances only):
master / instances
a211oi_1: 18
mux2i_1: 37
clkbuf_1: 48
nand3_1: 28
fa_1: 32
nor2_1: 64
ha_1: 65
nand2_1: 99
inv_1: 67
xnor2_1: 31
o211ai_1: 33
nor3_1: 31
a22oi_1: 20
mux4_2: 34
buf_2: 35
a21oi_1: 60
o21ai_0: 60
final cells by class:
| cell class | instances | area [µm²] | share of cell area (%) |
|---|---|---|---|
| inverter | 68 | 255 | 2.84 |
| multi-input combinational | 872 | 7070 | 78.8 |
| tap | 260 | 325 | 3.63 |
| timing repair buffer | 144 | 1320 | 14.8 |
metal layers:
layer	track usage [%]	vias up
met5	0	-
met4	20.2	0
met3	10.9	103
met2	66.0	566
met1	58.2	4475
li1	-	4051
worst paths after layout:
path                   from  endpoint  slack (ns)
worst max-delay path  op[0]      zero        1.39
worst min-delay path  b[17]     y[17]       13.17
worst max-delay path, delay by kind of cell:
family	cells	cell delay, ns
AND-OR/OR-AND	5	1.04
AND/OR/NAND/NOR	3	1.13
buffers and inverters	5	1.62
adder cells (fa/ha/maj)	30	12.50
XOR/XNOR	1	0.15
cells by family (layout without fill, tap and decap cells):
group / Yosys count / after routing / synth area share (%)
muxes: 81 / 81 / 16.0
AOI/OAI and AO/OA: 348 / 348 / 31.7
buffers and inverters: 176 / 212 / 9.80
adders and majority gates: 97 / 97 / 18.6
xor gates and xnor gates: 31 / 31 / 3.48
and+or+nand+nor: 315 / 315 / 20.4
through the flow:
stage | instances | hold slack, ns | setup WS (ns)
global route | 1344 | 13.21 | 0.547
CTS | 1344 | 13.16 | 1.28
detailed placement | 1344 | 13.16 | 1.35
global placement | 1344 | 13.15 | 1.44
floorplan | 1048 | 12.05 | 1.85
finish | 1344 | 13.17 | 1.39
where the power goes:
part / internal (mW) / leakage (nW) / switching, mW
logic: 0.0682 / 3.59 / 0.102
clock network: 0 / 0 / 0
registers: 0 / 0 / 0
total: 0.0682 / 3.59 / 0.102
Power and IR drop assume default switching activity.
