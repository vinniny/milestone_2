==> /design/flow/run.sh <==
#!/bin/bash
# OpenROAD 26Q1-2900-gdf79404cd8, Yosys 0.63+post, stock flow scripts
make -C /OpenROAD-flow-scripts/flow DESIGN_CONFIG=/design/flow/config.mk WORK_HOME=/design/flow/orfs finish
==> /design/flow/config.mk <==
export PLATFORM = sky130hd
export DESIGN_NAME = regfile
export DESIGN_NICKNAME = regfile
export VERILOG_FILES = /design/flow/design.v
export SDC_FILE = /design/flow/constraint.sdc
export NUM_CORES = 4
export LEC_CHECK = 1
export CORE_UTILIZATION = 40
==> /design/flow/constraint.sdc <==
current_design regfile

set clk_period 6.5
set clk_io_pct 0.2

create_clock -name clk0 -period $clk_period [get_ports {i_clk}]

set non_clock_inputs [all_inputs -no_clocks]
set_input_delay [expr $clk_period * $clk_io_pct] -clock clk0 $non_clock_inputs
set_output_delay [expr $clk_period * $clk_io_pct] -clock clk0 [all_outputs]
==> /design/flow/design.v <==
`timescale 1ns/1ps
module regfile(
  input  logic        i_clk, i_rst_n,
  input  logic [4:0]  i_rs1_addr,
  input  logic [4:0]  i_rs2_addr,
  input  logic [4:0]  i_rd_addr,
  input  logic        i_rd_wren,
  input  logic [31:0] i_rd_data,
  output logic [31:0] o_rs1_data,
  output logic [31:0] o_rs2_data
);
  logic [31:0] r [31:0];
  assign o_rs1_data = (i_rs1_addr == 5'd0) ? 32'd0 : r[i_rs1_addr];
  assign o_rs2_data = (i_rs2_addr == 5'd0) ? 32'd0 : r[i_rs2_addr];
  always_ff @(posedge i_clk or negedge i_rst_n) begin
    if (!i_rst_n) begin
      r[ 0]<=0; r[ 1]<=0; r[ 2]<=0; r[ 3]<=0; r[ 4]<=0; r[ 5]<=0; r[ 6]<=0; r[ 7]<=0;
      r[ 8]<=0; r[ 9]<=0; r[10]<=0; r[11]<=0; r[12]<=0; r[13]<=0; r[14]<=0; r[15]<=0;
      r[16]<=0; r[17]<=0; r[18]<=0; r[19]<=0; r[20]<=0; r[21]<=0; r[22]<=0; r[23]<=0;
      r[24]<=0; r[25]<=0; r[26]<=0; r[27]<=0; r[28]<=0; r[29]<=0; r[30]<=0; r[31]<=0;
    end else begin
      if (i_rd_wren && (i_rd_addr != 5'd0)) begin
        r[i_rd_addr] <= i_rd_data;
      end
      r[0] <= 32'b0;
    end
  end
endmodule
==> changes_impl.md <==
### Implementation results

- Max stage delay cell, worst path: nor2_2
- Worst Slack Setup Final: -34.51 ps
- Crit Path Class: input pin to primary output
- Tmin final: around 6500 ps
- Pre-Place Util: 0.4043
- Yosys Chip Area: 0.05176 mm2
- Crit-path cells: buf_4 > nand3b_1 > nor2_2 > a222oi_1 > and4b_1 > a31oi_1 > clkdlybuf4s50_1
- Initial drt markers: 6513
- Reg power frac: 0.470
- Psw: 5.438 mW
- Kind of cell adding the most delay to the critical path: simple AND/OR/NAND/NOR gates
- Netlist cell types: 64
- Final instance area: 0.06058 mm2
- Non-Filler Instances: 6594
- Cell type with the largest total area: dfrtp_1
- Area fraction in compound gates: 0.1050
- Slew headroom: 0.1487
- Min-delay worst type: input pin to async pin
- Vias: 48200
- Pin count of the biggest net entering global routing: about 120
- Top cell excl fill/tap: mux2_2
- Largest register by flop count: r
- Synth top area share: 0.4796
- Max-cap violations: 0
- Dpl hpwl: ~180 mm
- Startpoint Class: input pin
- CTS Buffer Depth: 3
- Ys cells: 4673
- Dominant comb cell: multiplexers
- GP Congestion: 1.065
- Crit path buf inv count: 2
- Average wire per standard cell: 42.77 um
- Antenna-violating nets left: 0
- Syn Inst Count: approximately 4700
- Total wire length: 282.0 mm
- Chip area: between 0.1 and 0.15 mm2
- Vias in the first global route: 46470
- Htree depth: 3
- CP max FO: 41
- P_leak: 26.15 nW
- TritonCTS clock tree: yes
- Combinational Power Share: 0.151
- Clock transition at the registers of the reported paths: 60 ps
- Core Util, Final: 0.4732
- Critical Path AT: 5230 ps
- Pre-CTS setup slack: 268.3 ps
- TritonRoute pass-1 iters: 10
- Clk root buf: clkbuf_16
- Yosys reg bits: 992
- Core Region: 0.1280 mm2
- Post-CTS Setup Inserts: 0
- Via density: 7.310
- P per Cell Area: around 300 mW/mm2
- Final TNS setup: -34.51 ps
- Hold_ws: 510.7 ps
- Area growth, synth to finish: 17.04%
- Top cells excl fill/tap: mux2_2, dfrtp_1, nand3_1
- Switch share: 0.2974
- Final setup violation count: 1
- Post-CTS Resized: 0
- Top cells by area, synth: dfrtp_1, mux2_2, nand3_1, a22oi_1, and3_1
- Die H: 361.7 um
- Tcrit/Tclk final: 1.005
- I/O pin cnt: 114
- Initial antenna violation count: 20
- Overall Power: 18.28 mW
- Total global routing overflow: 0
- Critical path capture point type: primary output
- And+or+nand+nor area frac: 0.1548
- DP Area: 0.05653 mm2
- Cells after DPL: 6363
- Tool Warnings: 50
- Mapped Area: 0.05176 mm2
- CTS Sinks: 992
- GRT Total Usage: 0.4451
- XOR Share, Synth: 0
- Die X: 361.7 um
- # DRC: 0
- Asr flop ratio synth: 1.000
- Slew @ Worst Pin: between 1000 and 1500 ps
- Fa+ha+maj area frac: 0
- First-pass GRT wire length: 385.9 mm
- CP max stage delay: 990 ps
- CTS Buf Count: 113
- Synth Warn #: 2
- Final slew viol count: 0
- Largest regs: r x992
- Syn Area/Cell: 11.08 um2
- Post-synth EDFFs: 0
- Hold Violations, Final: 0
- Outcome: finished with violations
- Clk pwr share: 0.379
- Beginning of the critical path: i_rs1_addr[0]
- Row Count: ~130
- Failing checks: setup timing
- Layout cell share with drive strength beyond 1: 0.3501
- Fmax: 153.0 MHz
- Int Power: 12.85 mW
- Setup Skew: 0 ps
- Worst R2R Start: r[25][5]$_DFFE_PN0P_
- Required time worst endpoint: ~5200 ps
- Post-synth seq share: 0.4796
- Maximum vdd drop: 0.0002335 V
- RSZ-0062 raised after global routing: no
- Hold Buf Count CTS: 0
- IO buf count: 113
- Latency at later pin: about 780 ps
- Mux frac, synth: 0.2201
- Dominant flop cell: dfrtp_1
- Largest register FFs: 992
cells in the mapped netlist, types with 8 or more instances:
cell       count
a22oi_1      314
mux2_2      1001
a2111oi_0     63
nor2b_1       12
buf_1         93
a31oi_1       56
mux2i_1       12
o31a_1        18
a32oi_1        9
buf_2         84
clkbuf_1     338
nor3_1        29
a222oi_1      42
a221o_1       14
and3_1       211
a221oi_1      10
and2_1        18
and3b_1       10
nand2_1       74
a21oi_1       76
nor2_1        65
nand3_1      651
nand2b_1      14
nand4_1      203
dfrtp_1      992
o21ai_0        9
nand3b_1      11
a22o_1        54
a31o_2        14
nor4bb_1       8
and4_1        38
nor4_1        41
nor3b_1       10
power by group through the flow:
stage | registers [mW] | logic (mW) | clock network, mW
final | 8.59 | 2.76 | 6.93
after CTS | 8.52 | 2.68 | 6.95
after global routing | 8.70 | 2.88 | 7.19
area by class of cell:
type / count / area [um2]
clock buffers: 157 / 3256
clock inverters: 54 / 735.7
inverters: 4 / 15.01
well taps: 1729 / 2163
fillers: 11450 / 67440
multi-input cells: 3156 / 25290
repair buffers: 482 / 4242
diodes: 20 / 50.05
flip-flops and latches: 992 / 24820
kinds of logic after synthesis:
logic type | count (synthesis)
compound gates | 710
buf+inv | 525
flops | 992
mux | 1013
simple gates | 1433
worst paths after layout:
check / to / slack (ps) / cells past startpoint
worst max-delay path: o_rs1_data[16] / -30 / 7
worst min-delay path: r[16][30]$_DFFE_PN0P_ / 510 / 1
worst max register to register: r[25][5]$_DFFE_PN0P_ / 5480 / 1
worst min register to register: r[9][21]$_DFFE_PN0P_ / 520 / 1
max in group asynchronous: r[18][19]$_DFFE_PN0P_ / 4180 / 3
min in group clk0: r[9][21]$_DFFE_PN0P_ / 520 / 1
metal layers:
metal,global-route usage,part of all wire,vias up
li1,-,-,18120
met1,0.5590,0.35,24180
met2,0.5773,0.39,4472
met3,0.2856,0.17,1397
met4,0.2601,0.082,26
met5,0.01998,0.0024,-
Power is estimated from default activity; no workload was simulated.
